## flow/design.v

```verilog
`timescale 1ns / 1ps
module control_unit (
    input  logic [31:0] instr_code,
    output logic [ 3:0] alu_controls,
    output logic        reg_wr_en,
    output logic        d_wr_en,
    output logic        aluSrcMuxSel,
    output logic [ 2:0] RegWdataSel,
    output logic        branch,
    output logic [ 2:0] d_func3,
    output logic        jal,
    output logic        jalr
);
    wire  [6:0] funct7 = instr_code[31:25];
    wire  [6:0] opcode = instr_code[6:0];
    wire  [2:0] funct3 = instr_code[14:12];
    logic [8:0] controls;
    assign {jal, jalr, branch, RegWdataSel, aluSrcMuxSel, reg_wr_en, d_wr_en} = controls;
    always_comb begin
        case (opcode)
            7'b0110011:  controls = 9'b000_000_010;
            7'b0100011:  controls = 9'b000_000_101;
            7'b0000011: controls = 9'b000_001_110;
            7'b0010011:  controls = 9'b000_000_110;
            7'b1100011:  controls = 9'b001_000_000;
            7'b0110111: controls = 9'b000_010_010;
            7'b0010111: controls = 9'b000_011_010;
            7'b1101111:  controls = 9'b100_100_010;
            7'b1100111: controls = 9'b110_100_010;
            default:     controls = 9'b000_000_000;
        endcase
    end
    always_comb begin
        case (opcode)
            7'b0110011: alu_controls = {funct7[5], funct3};   
            7'b0100011: alu_controls = 4'b0000;   
            7'b0000011: alu_controls = 4'b0000;   
            7'b0010011: begin
                if ({funct7[5], funct3} == 4'b1101)
                    alu_controls = {1'b1, funct3};
                else alu_controls = {1'b0, funct3};   
            end
            7'b1100011: alu_controls = {1'b0, funct3};   
            default: alu_controls = 4'bx;
        endcase
    end
    always_comb begin
        case (opcode)
            7'b0100011:  d_func3 = funct3;
            7'b0000011: d_func3 = funct3;
            default:     d_func3 = 3'b000;
        endcase
    end
endmodule
```

## flow/run.sh

```bash
#!/bin/bash
# OpenROAD 26Q1-2900-gdf79404cd8, Yosys 0.63+post, stock flow scripts
make -C /OpenROAD-flow-scripts/flow DESIGN_CONFIG=/design/flow/config.mk WORK_HOME=/design/flow/orfs finish
```

## flow/config.mk

```make
export PLATFORM = sky130hd
export DESIGN_NAME = control_unit
export DESIGN_NICKNAME = control_unit
export VERILOG_FILES = /design/flow/design.v
export SDC_FILE = /design/flow/constraint.sdc
export NUM_CORES = 4
export LEC_CHECK = 1
export CORE_AREA = 10 10 70 70
export DIE_AREA = 0 0 80 80
```

## flow/constraint.sdc

```tcl
current_design control_unit

set clk_period 2.9
set clk_io_pct 0.2

create_clock -name clk0 -period $clk_period

set non_clock_inputs [all_inputs -no_clocks]
set_input_delay [expr $clk_period * $clk_io_pct] -clock clk0 $non_clock_inputs
set_output_delay [expr $clk_period * $clk_io_pct] -clock clk0 [all_outputs]
```

==> flow_metrics.env <==
# yosys + openroad results
export IMPL_synth_seq_share_pct=0
export IMPL_cts_hold_buffers=0
export IMPL_placed_area_um2=549
export IMPL_die_h_um=80
export IMPL_antenna_found_initial=0
export IMPL_finalMaxSlewViolations=0
export IMPL_io_buffers=27
export IMPL_worstPathRequired_ps=2320
export IMPL_ys_cells=30
export IMPL_grt_pass1_vias=312
export IMPL_gp_congestion=0.771
export IMPL_vias_per_cell=3.09
export IMPL_worst_pin_slew_ps=276
export IMPL_area_growth_pct=154
export IMPL_drtPass1Iterations=2
export IMPL_power_density_nw_per_um2=82.6
export IMPL_common_cells="nor2_1 (4), and2_1 (3), nor2b_1 (3)"
export IMPL_synthCells=30
export IMPL_setup_viol=0
export IMPL_seq_cells=0
export IMPL_drc=0
export IMPL_tns_ps=0
export IMPL_synth_top_area_share_pct=12.6
export IMPL_coreArea_um2=3420
export IMPL_yosys_area_um2=219
export IMPL_clock_buffers=0
export IMPL_synthDistinctLibCells=21
export IMPL_finalCriticalPeriod_ps=2810
export IMPL_grt_start_max_net_pins=10
export IMPL_grt_pass1_wl_mm=1.47
export IMPL_worstSetupEndpointType="output pin"
export IMPL_slew_headroom_pct=81.3
export IMPL_warning_count=53
export IMPL_avgSynthCellArea_um2=7.30
export IMPL_rows=21
export IMPL_most_common_cell="nor2_1"
export IMPL_hold_path_class="in -> out"
export IMPL_die_area_um2=6400
export IMPL_yosys_area_top_type="nand4bb_4"
export IMPL_num_antenna_cells=0
export IMPL_cp_max_fo=4
export IMPL_final_antenna_net_count=0
export IMPL_drv_cap=0
export IMPL_num_vias=318
export IMPL_gr_total_overflow=0
export IMPL_fp_dieW_um=80
export IMPL_grt_setup_unrepaired="false"
export IMPL_seq_area_um2=0
export IMPL_hpwl_um=886
export IMPL_hold_start="instr_code[30]"
export IMPL_post_route_cell_area_um2=556
export IMPL_drive_above_1_share_pct=10.5
export IMPL_avgRoutedWirePerCell_um=9.74
export IMPL_hold_depth=3
export IMPL_crit_arrival_ps=2230
export IMPL_wirelength_mm=1.00
export IMPL_finalCritPeriodShare_pct=96.8
export IMPL_startpoint_type="primary input"
export IMPL_power_leakage_uw=0.000174
export IMPL_yosysWarnings=1
export IMPL_netlist_area_um2=219
export IMPL_critPathKind="in -> out"
export IMPL_synthTopCellsByArea="nand4bb_4 (13%), and2_1 (8.6%), nor2b_1 (8.6%)"
export IMPL_initCoreUtil_pct=6.41
export IMPL_fmax_mhz=356
export IMPL_status="complete, no violations"
export IMPL_hold_viol=0
export IMPL_ir_drop_v=0.0000122
export IMPL_drt_iter0_markers=6
export IMPL_grt_usage_pct=2.70
export IMPL_io_pin_count=48
export IMPL_hold_end="alu_controls[3]"
-- through the flow --
stage          utilization (%)  hold WS (ps)  total power (µW)  instances  setup WS, ps
2_1_floorplan                -          1170              12.9         30          1130
3_3_place_gp              16.1          2070              45.2        103          94.0
3_5_place_dp              16.1          2070              45.5        103          61.3
4_1_cts                   16.1          2070              45.8        103          60.5
5_1_grt                   16.3          2110              50.0        103          34.1
6_report                  16.3          2060              45.9        103          93.8
-- cell families (layout without fill, tap and decap cells) --
| family | after synthesis | in the layout | synth area share [%] |
|---|---|---|---|
| compound gates | 4 | 4 | 10.9 |
| xor+xnor | 1 | 1 | 4.00 |
| buf+inv | 2 | 29 | 5.71 |
| mux | 1 | 1 | 5.14 |
| simple gates | 22 | 22 | 74.3 |
-- area by class of cell --
| class | count | area [µm²] |
|---|---|---|
| repair buffers | 29 | 285 |
| fillers | 388 | 2860 |
| multi-input cells | 28 | 213 |
| well taps | 46 | 57.6 |
-- where the power goes --
group | leakage, µW | internal, µW | switching (µW)
Sequential | 0 | 0 | 0
Clock | 0 | 0 | 0
Combinational | 0.000174 | 30.2 | 15.7
-- worst max-delay path, stage by stage --
cell	delay, ps
clkdlybuf4s50_1	450
nand4bb_4	280
or2_1	260
nor3b_2	170
clkdlybuf4s50_1	480
-- routing by layer --
| metal | share of wire (%) | vias to the layer above | global-route usage, % |
|---|---|---|---|
| met2 | 47 | 16 | 4.82 |
| met3 | 15 | 0 | 0.909 |
| li1 | - | 164 | - |
| met4 | 0 | 0 | 0 |
| met1 | 38 | 138 | 3.23 |
| met5 | 0 | - | 0 |
-- worst max-delay path by stage --
stage / from / to / slack [ps] / cells after the start
after global routing: instr_code[3] / aluSrcMuxSel / 30 / 5
final: instr_code[2] / d_wr_en / 90 / 5
after CTS: instr_code[2] / d_func3[0] / 60 / 5
-- layout by cell type, fill, tap and decap left out, types with 2 or more instances in the layout --
cell type and count:
clkdlybuf4s50_1 27, buf_4 2, nor2b_1 3, and2_1 3, nand2_1 2, a21oi_1 2, nor2_1 4
-- timing repair --
item / in CTS / in global routing
setup endpoints to repair: 0 / 1
resized: 0 / 1
setup buffers: 0 / 0
No activity file was given, so power comes from the tool's default toggle rates.
